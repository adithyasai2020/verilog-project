### design/flow/config.mk
export PLATFORM = sky130hd
export DESIGN_NAME = backend
export DESIGN_NICKNAME = backend
export VERILOG_FILES = /design/flow/design.v
export SDC_FILE = /design/flow/constraint.sdc
export NUM_CORES = 4
export LEC_CHECK = 1
export CORE_AREA = 10 10 92 92
export DIE_AREA = 0 0 102 102
### design/flow/design.v
module backend(
    input i_resetbAll,
    input i_clk,
    input i_sclk,
    input i_sdin,
    input i_clk_vco1,
    input i_clk_vco2,
    output reg o_ready,
    output reg o_vco1_fast,
    output reg o_resetb1,
    output reg [2:0] o_gainA1,
    output reg o_resetb2,
    output reg [1:0] o_gainA2,
    output reg o_resetbvco1,
    output reg o_resetbvco2
);
reg [4:0] counter1;
reg [7:0] vco1_counter;
reg [7:0] vco2_counter;
reg [4:0] startup_state;
reg [4:0] shift_register;
reg prev_isclk;
always @(posedge i_clk or negedge i_resetbAll) begin
    if (!i_resetbAll) begin
        counter1 <= 0;
        vco1_counter <= 0;
        vco2_counter <=0;
        startup_state <= 0;
        shift_register <= 0;
        o_resetb1 <= 1'b0;
        o_resetb2 <= 1'b0;
        o_gainA1 <= 3'b000;
        o_gainA2 <= 2'b00;
        o_resetbvco1 <= 1'b0;
        o_resetbvco2 <= 1'b0;
        o_ready <= 1'b0;
        o_vco1_fast <= 1'b1;
        prev_isclk <= 1'b1;
    end else begin
        case(startup_state)
            0: begin
                if (counter1 < 5) begin
                    if(i_sclk&&!prev_isclk)begin
                        shift_register[4-counter1] <=i_sdin;
                        counter1 <= counter1 +1;
                    end
                end else begin
                    counter1 <= 0;
                    o_gainA2 <= shift_register[1:0];
                    o_gainA1 <= shift_register[4:2];
                    startup_state <= 1;
                end
                prev_isclk <= i_sclk;
            end
            1: begin
                if (counter1 < 4) begin
                    counter1 <= counter1 + 1;
                end else begin
                    counter1 <= 0;
                    startup_state <= 2;
                end
            end
            2: begin
                o_resetbvco1 <= 1'b1;
                o_resetbvco2 <= 1'b1;
                startup_state <= 3;
            end
            3: begin
                if (counter1 < 20) begin
                    counter1 <= counter1 + 1;
                end else begin
                    counter1 <= 0;
                    startup_state <= 4;
                end
            end
            4: begin
                o_resetb1 <= 1'b1;
                o_resetb2 <= 1'b1;
                startup_state <= 5;
            end
            5: begin
                if (counter1 < 10) begin
                    counter1 <= counter1 + 1;
                end else begin
                    startup_state <= 6;
                    counter1 <= 0;
                end
            end
            6: begin
                if (vco1_counter >= vco2_counter)begin
                    o_vco1_fast <= 1'b1;
                end else begin
                    o_vco1_fast <= 0;                    
                end
                o_ready <= 1'b1;
                startup_state <= 7;
            end
            default: begin
            end
        endcase
    end
end
always @(posedge i_clk_vco1)begin
    if (startup_state < 7)begin
        vco1_counter <= vco1_counter + 1;
    end
    else begin
        vco1_counter <= 0;
    end
end
always @(posedge i_clk_vco2)begin
    if (startup_state < 7)begin
        vco2_counter <= vco2_counter + 1;
    end
    else begin
        vco2_counter <= 0;
    end
end
endmodule
### design/flow/run.sh
#!/bin/bash
# OpenROAD 26Q1-2900-gdf79404cd8, Yosys 0.63+post, stock flow scripts
make -C /OpenROAD-flow-scripts/flow DESIGN_CONFIG=/design/flow/config.mk WORK_HOME=/design/flow/orfs finish
### design/flow/constraint.sdc
current_design backend

set clk_period 3.3
set clk_io_pct 0.2

create_clock -name clk0 -period $clk_period [get_ports {i_clk}]
create_clock -name clk1 -period $clk_period [get_ports {i_clk_vco1}]
create_clock -name clk2 -period $clk_period [get_ports {i_clk_vco2}]

set non_clock_inputs [all_inputs -no_clocks]
set_input_delay [expr $clk_period * $clk_io_pct] -clock clk0 $non_clock_inputs
set_output_delay [expr $clk_period * $clk_io_pct] -clock clk0 [all_outputs]
==> reports/results.ini <==
[floorplan]
chipArea_um2 = 10400
die_h_um = 102
ioPinCount = 17
die-width_um = 102
rows = 29
core_area_um2 = 6460
fp_util_pct = 26.4

[critical_path]
start_kind = flop
rrSetupSlack_ns = 0.26
crit_type = reg2reg
required_ns = 3.45
critPathMaxFanout = 10
crit_arrival_ns = 3.19
worst_setup_path_end_kind = flop

[hold_path]
hold_path.class = reg2reg

[drt]
first_pass_iters = 4
drt_iter0_drc = 115
wl_mm = 3.26
ant_nets = 0
avgViaCountPerCell = 4.99
drt-wirelength-per-cell_um = 12.4
via_count = 1317
n_antenna_cell = 0
drc = 0

[synthesis]
ys_seq_share_pct = 38.3
syn-mean-instance-area_um2 = 9.81
yosys_cells = 174
yosys.cell_count.top_type = dfrtp_1
async_flop_share_pct = 100
top_cells_by_count = 24 x dfrtp_1, 18 x nand2_1, 11 x ha_1, 10 x nand3_1, 9 x nor2b_1
top_cells_by_area = dfrtp_1 35%, ha_1 8.1%, nand2_1 4.0%
top_area_share_pct = 35.2
largest_area_cell = dfrtp_1
numSynthFlops = 26
ys.flop_type = dfrtp_1
edf_count = 0
synthDistinctLibCells = 51
syn_area_um2 = 1710
synth_warnings = 33
ys_area_um2 = 1710
synth_cells = 174

[global_route]
grt_max_degree = 27
grt_use_met1_pct = 10.7
grt_pass1_wl_mm = 5.95
grtUsageMet2_pct = 9.68
grt-busiest-layer = met1
antenna_found_initial = 0
overflow = 0
grt_use_met3_pct = 0.682
grt_pass1_vias = 1251
grt_usage_pct = 6.74

[sta]
finalClockSkew_ns = 0.00378
tns_ns = 0
rsz0062_at_grt = false
drv_slew = 0
setup-violations-final = 0
finalHoldViolations = 0

[clocking]
htreeDepth = 1
cts_hold_buf = 0
cts_tree = yes
cts_buffers = 3
clkSlewWorstSetupHoldPaths_ns = 0.09
cts_sinks = 26
clk_path_buf_depth = 2
clock-root-buffer = clkbuf_8

[placement]
place_hpwl_mm = 2.53
dp.cells = 260
port_buffers = 13
gp_congestion = 0.889

[power_and_ir_drop]
leakagePower_uw = 0.000920
vdd_drop_max_v = 0.0000699
p_per_area_nw_per_um2 = 266

[run]
max_cap_viol_count = 0
log.warning_count = 31

[layout]
syn_to_final_growth_pct = 16.8
layout.cells.non_filler = 264
drive_above_1_share_pct = 17.1

[outcome]
outcome = complete, no violations

stage by stage:
step           total power [uW]  hold WS (ns)  utilization, %  area [um2]  worst slack, ns
2_1_floorplan               326         0.364               -        1710            0.449
3_5_place_dp                337         0.419            29.6        1910           0.0736
4_1_cts                     541         0.440            30.5        1970           0.0294
3_3_place_gp                337         0.413            29.6        1910           0.0571
6_report                    530         0.437            30.9        1990            0.261
5_1_grt                     557         0.474            30.9        1990           0.0218
sequential cells by signal, indices dropped and copies added (netlist names):
signal          cells
o_gainA2            2
o_ready             1
o_resetbvco1        1
counter1            5
shift_register      5
o_resetb1           1
o_gainA1            3
startup_state       7
prev_isclk          1
worst paths after layout:
check | cells past startpoint | endpoint | from
worst min register to register | 1 | o_ready$_DFFE_PN0P_ | startup_state[3]$_DFF_PN0_
worst min-delay path | 1 | o_ready$_DFFE_PN0P_ | startup_state[3]$_DFF_PN0_
max in group asynchronous | 2 | prev_isclk$_DFFE_PN1P_ | i_resetbAll
worst max register to register | 11 | shift_register[4]$_DFFE_PN0P_ | counter1[1]$_DFFE_PN0P_
worst max-delay path | 11 | shift_register[4]$_DFFE_PN0P_ | counter1[1]$_DFFE_PN0P_
min in group asynchronous | 2 | startup_state[4]$_DFF_PN0_ | i_resetbAll
worst max-delay path, stage by stage, from the launching register on:
cell and delay, ns:
dfrtp_2 0.48, inv_1 0.16, ha_4 0.22, nand2_1 0.08
o22ai_1 0.23, nand3_1 0.12, ha_1 0.32, nor4b_1 0.31
nand4b_1 0.17, nor4b_2 0.33, o2111ai_1 0.17, mux2_1 0.33
cells in the final DEF (no fill, tap or decap), types with 3 or more instances in the layout:
| master | count |
|---|---|
| nand2_1 | 18 |
| buf_4 | 7 |
| nand4_1 | 4 |
| clkbuf_8 | 4 |
| nand3_1 | 10 |
| o21ai_1 | 3 |
| nor2_1 | 5 |
| mux2_1 | 5 |
| o2111ai_1 | 3 |
| mux2_2 | 6 |
| nor2b_1 | 9 |
| inv_1 | 4 |
| or2_2 | 3 |
| ha_1 | 10 |
| nor3_1 | 7 |
| dfrtp_1 | 23 |
| clkdlybuf4s50_1 | 13 |
| a21o_1 | 4 |
cells by family (layout without fill, tap and decap cells):
family	after synthesis	after routing	share of synthesized area, %
DFF	26	26	38.3
adders and majority gates	11	11	8.06
buffers and inverters	16	29	5.28
muxes	11	11	7.26
and+or+nand+nor	80	80	27.8
other	1	1	0.220
xor gates and xnor gates	4	4	2.49
AOI/OAI and AO/OA	25	25	10.6
metal layers:
metal,share of wire [%],vias to the layer above
met2,40,28
li1,-,656
met5,0,-
met4,1.8,0
met1,52,629
met3,5.4,4
what timing repair did:
| item | in CTS | in global routing |
|---|---|---|
| endpoints found under the setup margin | 0 | 5 |
| setup buffers | 0 | 0 |
| gates resized | 0 | 5 |
| endpoints found under the hold margin | 0 | 0 |
area by class of cell:
type | count | area, um2
multi-input combinational | 132 | 982
inverter | 5 | 22.5
clock buffer | 4 | 55.1
timing repair buffer | 20 | 183
tap | 77 | 96.3
fill | 646 | 4470
sequential | 26 | 654
power breakdown:
part	leakage, uW	total [uW]	switching, uW	internal, uW
logic	0.000541	11.4	7.29	4.12
clock network	0.0000288	200	93.9	106
registers	0.000351	318	0	318
Power is estimated from default activity; no workload was simulated.
